==> flow/config.mk <==
export PLATFORM = sky130hd
export DESIGN_NAME = system_moore
export DESIGN_NICKNAME = system_moore
export VERILOG_FILES = /design/flow/design.v
export SDC_FILE = /design/flow/constraint.sdc
export NUM_CORES = 4
export LEC_CHECK = 1
export CORE_AREA = 10 10 103 103
export DIE_AREA = 0 0 113 113
==> flow/constraint.sdc <==
current_design system_moore

set clk_period 2.9
set clk_io_pct 0.2

create_clock -name clk0 -period $clk_period [get_ports {clk}]

set non_clock_inputs [all_inputs -no_clocks]
set_input_delay [expr $clk_period * $clk_io_pct] -clock clk0 $non_clock_inputs
set_output_delay [expr $clk_period * $clk_io_pct] -clock clk0 [all_outputs]
==> flow/design.v <==
`timescale 1ns / 1ps
module D(
	input d,en,clk,rst,
	output reg q
    );
	always @ (posedge clk or posedge rst)
		begin 
			if (rst == 1'b1)
				q<=0;
			else 
				begin 
					if (en == 1'b1)
						q<=d;
					else 
						q<=q;
				end
		end
endmodule
`timescale 1 ns/1 ns
module fsm_moore (
	input 		 rst,
	input        request ,
	input        clk ,
	input        confirm ,
	input  [0:3] pass_data ,
	output reg [3:0]dout,
	output reg  en_left ,
	output reg  en_right, 
	output reg [3:0] state 
	 	);
	parameter s0 = 4'b0000, s1 = 4'b0001, s2 = 4'b1000, s3 = 4'b1001, s4 = 4'b1010, s5 = 4'b1011,
					s6 = 4'b0101, s7 = 4'b0111 , s8 = 4'b0110;
	always @ (posedge clk or posedge rst )
		begin 
			if (rst)
				begin 
					en_left = 1'b0;
					en_right = 1'b0;
					dout <= 4'b0000;
					state = 4'b0000;
				end
			else 
				begin 
				case (state)
					s0 : begin 
							en_left = 1'b0;
							en_right = 1'b0;
							if (request) state = s1;	
						  end
					s1 : begin
							en_left = 1'b0;
							en_right = 1'b0;
							if (~request) state=s0;
							else if(confirm) state=s2;
						  end
				   s2 : begin 	
							en_left = 1'b0;
							en_right = 1'b0;
							if (pass_data[0]==1'b1) state =s3;
							else state=s7;
						  end
					s3 : begin 
							en_left = 1'b0;
							en_right = 1'b0;
							if (pass_data[1]==1'b0) state =s4;
							else state=s7;
						  end
					s4 : begin 
							en_left = 1'b0;
							en_right = 1'b0;
							if (pass_data[2]==1'b1) state =s5;
							else state=s7;
						  end
					s5 : begin 
							en_left = 1'b0;
							en_right = 1'b0;
							if (pass_data[3]==1'b0) state =s6;
							else state=s7;
						  end
					s6 : begin 
							en_left = 1'b0;
							en_right = 1'b0;
							if (~request) state =s0;
							else if (confirm) state =s8; 
						  end
					s7 : begin 
							en_left = 1'b0;
							en_right = 1'b0;
							if (~request) state=s0;
						  end
					s8 : begin 
							if (pass_data[3]==1'b1) 
								begin 
								en_right = 1'b1;
								en_left = 1'b0;
								end
							else
								begin
									en_left = 1'b1;
									en_right = 1'b0;
								end
							dout <= pass_data;
						  end
				endcase
				end
		end
endmodule
`timescale 1 ns/1 ns
module register (
	input        rst ,
	input        clk ,
	input        en ,
	input  [3:0] din ,
	output [3:0] qout
);
	D 
		f1(din[0],en,clk,rst,qout[0]),
		f2(din[1],en,clk,rst,qout[1]),
		f3(din[2],en,clk,rst,qout[2]),
		f4(din[3],en,clk,rst,qout[3]);
endmodule
`timescale 1 ns/1 ns
module system_moore (
	input        rst ,
	input 		 request,	
	input        clk ,
	input confirm,
	input  [0:3] din ,
	output [3:0] dout_left ,
	output [3:0] dout_right,
	output  [3:0] state,
	output enR
);
	wire enL;
	wire[3:0]d;
	fsm_moore f(rst,request,clk,confirm,din,d,enL,enR,state);
	register rR(rst,clk,enR,d,dout_right);
	wire temp;
	assign temp = ~ enR ;
	register q(rst,clk,temp,d,dout_left);
endmodule
==> flow/run.sh <==
#!/bin/bash
# OpenROAD 26Q1-2900-gdf79404cd8, Yosys 0.63+post, stock flow scripts
make -C /OpenROAD-flow-scripts/flow DESIGN_CONFIG=/design/flow/config.mk WORK_HOME=/design/flow/orfs finish
==> reports/qor_table.md <==
| Item | Reported |
|---|---|
| Outcome | finished clean |
| Drc violations | 0 |
| Wire length after detailed routing | 2200 um |
| Hold buffer count at CTS | 0 |
| Number of detailed-routing iterations run before antenna repair | 4 |
| Sum of overflow across all layers after global routing | 0 |
| Worst setup margin | 0.871 ns |
| Syn_area_per_cell | 11.1 um2 |
| Family of cells with the greatest summed delay on the critical path | flip-flops |
| Summed area of non-filler cells in the final layout | 0.00120 mm2 |
| Seq/Total Area, Yosys | 47.3% |
| Yosys cell count | 81 |
| Leakage power total | 0.462 nW |
| Fraction of final layout cells sized beyond drive strength 1 | 20.4% |
| Insertion delay at the late pin of the worst-skew pair | 0.25 ns |
| Area of the mapped netlist | 900 um2 |
| Worst-case setup slack after placement | 0.836 ns |
| Setup-failing EPs final | 0 |
| Setup skew after layout | 0.00241 ns |
| Worst slew margin relative to its limit | 57.6% |
| Sum of internal, switching and leakage power | 0.849 mW |
| Number of buffers added by the clock tree synthesis step | 3 |
| Highest net fanout along the worst path | 11 |
| Endpoint arrival time on the critical path | 1.45 ns |
| H-Tree Level Count | 1 |
| Worst hold-check path type | flip-flop to flip-flop |
| Pin count of the biggest net entering global routing | 18 |
| Pwr per Cell Area | 709 mW/mm2 |
| Via count | 634 |
| Cell with the biggest individual delay on the critical path | dfrtp_1 |
| First-pass GRT wire length | 3600 um |
| Final weighted congestion in routability-driven placement | 0.682 |
| Final antenna diode count | 0 |
| Critical-path cell list | clkdlybuf4s50_1 |
| Placed instance area | 0.00115 mm2 |
| Cell row count | 33 |
| Core area | 0.00830 mm2 |
| Post-cts gate resize count | 0 |
| Slack of the worst reg-to-reg path | 1.23 ns |
| CTS tree | done |
| Routed wire per std cell | 11.1 um |
| Via count of the first global-routing pass | 652 |
| Area overhead of the layout relative to synthesis | 33.1% |
| X dimension of the die | 113 um |
| Setup repair after global routing missed its margin | no |
| Setup TNS after final layout | 0 ns |
| DRC marker count from the first detailed-route iteration | 107 |
| Crit. End Element | output pin |
| Die area | 0.0128 mm2 |
| Count of port buffers added during placement | 20 |
| Total setup buffers inserted after CTS | 0 |
| Distinct cell type count after synthesis | 29 |
| YS warnings | 2 |
| Data required time at the worst endpoint | 2.32 ns |
| Initial antenna violation count | 0 |
| Largest stage delay, worst path | 0.61 ns |
| OpenROAD warnings | 25 |
| Final min period | 2.03 ns |
| Max Transition Viols Final | 0 |
| Fmax | 493 MHz |
| Most used logic cell in the final layout | clkdlybuf4s50_1 |
| Total of flip-flops plus latches after synthesis | 17 |
| Maximum ir drop on the vdd rail | 0.149 mV |
| Top Layout Cells | clkdlybuf4s50_1, dfrtp_1, mux2_2 |
| Category of the critical setup timing path | flip-flop to output pin |
| Synthesis area per yosys | 900 um2 |
| Post-detailed-route via-to-cell ratio | 3.20 |
| Die span in y | 113 um |
| Final-report hold violation count | 0 |
| Filler instances | 912 |
| Number of maximum-capacitance violations | 0 |
| Worst slew pin tran | 0.635 ns |
| Clock-pin slew on the worst setup and hold paths | 0.06 ns |
| Post-layout period usage | 70.0% |
| Initial cell density of the core | 10.8% |
| Clock Root Buffer | clkbuf_8 |
| Remaining antenna violation count | 0 |
| Max clock buf depth | 2 |
| Detailed placement HPWL | 1700 um |
| Post-synthesis instance total | 81 |
| GRT Util Overall | 3.42% |
| CP Launch Type | flip-flop |
| CP bufs+invs | 1 |
| Sinks on the clock net | 17 |
| Top-level port count | 21 |
| Worst hold margin | 0.511 ns |
## flip-flops by register name (all words and copies together) (netlist names)
register	cells
f.state	4
f.dout	4
f.en_right	1
q.f2.q	1
rR.f4.q	1
rR.f3.q	1
q.f4.q	1
q.f1.q	1
rR.f1.q	1
q.f3.q	1
rR.f2.q	1
## synth_stat cells
master     count  area share [%]
a21boi_0       1            0.83
or4b_1         1             1.1
inv_2          1            0.42
nand3b_1       1            0.83
o2bb2ai_1      1            0.97
a2bb2oi_1      3             2.9
mux2_2        12              15
or3_1          1            0.70
a21oi_1        4             2.2
nor2_1         4             1.7
nor4_4         1             2.4
nand2_1        1            0.42
nor4b_1        1            0.97
nand2b_1       1            0.70
nor2b_1        1            0.70
a31o_2         1            0.97
buf_2          3             1.7
inv_1          3             1.3
o21a_1         1            0.83
nand4b_1       1            0.97
and2b_1        1            0.83
buf_4          8             6.7
o22ai_1        2             1.4
a21oi_2        1            0.97
clkbuf_1       1            0.42
o21ai_0        5             2.8
dfrtp_1       17              47
nor3_1         2             1.1
o41ai_1        1            0.97
## cells by family after synthesis
group	synth area share (%)
buffers and inverters	10.4
AOI/OAI and AO/OA	14.9
and+or+nand+nor	12.4
DFF	47.3
muxes	15.0
## through the flow
stage	instances	utilization, %
6_report	198	14.4
5_1_grt	198	14.4
4_1_cts	198	14.4
3_5_place_dp	194	13.9
3_3_place_gp	194	13.9
2_1_floorplan	81	-
## power by group
part / leakage [nW] / switching (mW) / internal, mW
combinational: 0.207 / 0.129 / 0.171
sequential: 0.232 / 0.0922 / 0.287
clock: 0.0228 / 0.0737 / 0.0973
total: 0.462 / 0.295 / 0.555
## cell type report
cell class / instances / area (um2) / area share, %
timing repair buffer: 20 / 200 / 16.7
inverter: 4 / 15.0 / 1.25
sequential: 17 / 425 / 35.5
multi-input combinational: 48 / 380 / 31.8
clock buffer: 4 / 45.0 / 3.76
tap: 105 / 131 / 11.0
## final timing paths
kind | from | depth (start not counted) | endpoint
setup / recovery | f.en_right$_DFFE_PP0P_ | 1 | enR
hold / removal | rR.f1.q$_DFFE_PP0P_ | 1 | rR.f1.q$_DFFE_PP0P_
setup reg to reg | f.state[1]$_DFFE_PP0P_ | 3 | f.dout[3]$_DFFE_PP0N_
hold reg to reg | rR.f1.q$_DFFE_PP0P_ | 1 | rR.f1.q$_DFFE_PP0P_
min in group asynchronous | rst | 2 | rR.f1.q$_DFFE_PP0P_
max in group asynchronous | rst | 2 | f.state[3]$_DFFE_PP0P_
## per-layer routing
layer	vias up	global-route usage, %	wire length [um]
met5	-	0	0
met4	0	0.338	0
met3	0	1.55	207
met2	21	5.22	1060
met1	307	4.50	938
li1	306	-	-
Power is estimated from default activity; no workload was simulated.
