### design/flow/design.v
`timescale 1ns / 1ps
module decoder2x4(input A,
input B,
input en,
output D0,
output D1,
output D2,
output D3
    );
    wire not_A , not_B;
	 not (not_A,A);
	 not (not_B,B);
	 and (D0,not_A,not_B,en);
	 and (D1,not_A,B,en);
	 and (D2,A,not_B,en);
	 and (D3,A,B,en);
endmodule
`timescale 1ns / 1ps
module decoder4x16(input a,
	input b,
	input c,
	input d,
	input en,
	output d0,
	output d1,
	output d2,
	output d3,
	output d4,
	output d5,
	output d6,
	output d7,
	output d8,
	output d9,
	output d10,
	output d11,
	output d12,
	output d13,
	output d14,
	output d15
    );
	 wire en1,en2,en3,en4;
	 decoder2x4 dec1(a,b,en,en1,en2,en3,en4);
	 decoder2x4 dec2(c,d,en1,d0,d1,d2,d3);
	 decoder2x4 dec3(c,d,en2,d4,d5,d6,d7);
	 decoder2x4 dec4(c,d,en3,d8,d9,d10,d11);
	 decoder2x4 dec5(c,d,en4,d12,d13,d14,d15);
endmodule
### design/flow/run.sh
#!/bin/bash
# OpenROAD 26Q1-2900-gdf79404cd8, Yosys 0.63+post, stock flow scripts
make -C /OpenROAD-flow-scripts/flow DESIGN_CONFIG=/design/flow/config.mk WORK_HOME=/design/flow/orfs finish
### design/flow/config.mk
export PLATFORM = sky130hd
export DESIGN_NAME = decoder4x16
export DESIGN_NICKNAME = decoder4x16
export VERILOG_FILES = /design/flow/design.v
export SDC_FILE = /design/flow/constraint.sdc
export NUM_CORES = 4
export LEC_CHECK = 1
export CORE_AREA = 10 10 70 70
export DIE_AREA = 0 0 80 80
### design/flow/constraint.sdc
current_design decoder4x16

set clk_period 1.7
set clk_io_pct 0.2

create_clock -name clk0 -period $clk_period

set non_clock_inputs [all_inputs -no_clocks]
set_input_delay [expr $clk_period * $clk_io_pct] -clock clk0 $non_clock_inputs
set_output_delay [expr $clk_period * $clk_io_pct] -clock clk0 [all_outputs]
==> flow_summary_export.csv <==
group,metric,value,unit
critical_path,crit_type,"in2out",
layout,regArea,0,um2
final_timing,final_hold_viol_count,0,
place,hpwl,745.7,um
final_timing,period_used_share,98.16,%
min_path,holdPathEnd,"d1",
synth,synth_warnings,0,
critical_path,crit_path_max_fanout,4,
layout,nClkBuffers,0,
floorplanning,core_area,3416,um2
critical_path,critPathLaunchType,"primary input",
final_timing,max_freq,0.5992,GHz
routing,diodes,0,
floorplanning,fp-utilization,3.443,%
power_and_ir_drop,max-vdd-ir-drop,0.01790,mV
floorplanning,die-area,6400,um2
global_route,grt_pass1_wl,1359,um
final_timing,setup_viol_count_final,0,
min_path,whs_path_depth,4,
synth,syn_area,117.6,um2
outcome,status,"complete, no violations",
synth,syn_area_per_cell,5.114,um2
routing,drt-pass1-iter-count,2,
global_route,grt_pass1_vias,270,
routing,drt-vias-per-instance,2.816,
job,maxCapViolCount,0,
floorplanning,rows,21,
routing,ant_nets,0,
synth,ys_chip_area,117.6,um2
layout,nFillCells,390,
layout,drive_gt1_share,55.77,%
synth,synth_cell_type_count,8,
final_timing,rsz0062_at_grt,"yes",
final_timing,relSlewSlack,90.78,%
layout,ff_count,0,
clock_tree,ctsHoldBuffers,0,
routing,drc,0,
global_route,overflow,0,
power_and_ir_drop,p_int,0.00003472,W
routing,avgRoutedWirePerCell,9.765,um
power_and_ir_drop,leakagePower,0.2428,nW
synth,ys_seq_share,0,%
floorplanning,ios,21,
layout,syn_to_final_growth,314.9,%
global_route,antenna_found_initial,0,
job,warnings,34,
final_timing,report.final.slew_viol_count,0,
global_route,grt_max_degree,5,
synth,ys_cells,23,
final_timing,whs,1036,ps
power_and_ir_drop,combPwrFrac,100.0,%
synth,syn_inst,23,
critical_path,critPathCaptureType,"output port",
power_and_ir_drop,p_sw,0.00002805,W
min_path,worstHoldStart,"d",
power_and_ir_drop,power,0.00006277,W
critical_path,crit_required,1360,ps
routing,drtIter0Drc,1,
power_and_ir_drop,seqPwrFrac,0,%
routing,finalWirelength,957,um
power_and_ir_drop,pwr_density_cell,128.6,nW/um2
critical_path,crit_arrival,1330,ps
power_and_ir_drop,pwr-share-clk,0,%
min_path,holdCritPathClass,"in2out",
global_route,gr-usage-all-layers,2.563,%
final_timing,period_minus_slack,1669,ps
power_and_ir_drop,switching_share,44.69,%
routing,vias,276,
place,gp_congestion,0.7158,
floorplanning,dieWidth,80,um
floorplanning,die_y,80,um
place,port_buffers,21,
final_timing,worstMarginPinSlew,137.9,ps
[per-layer routing]
| layer | track usage [%] | wire length [um] | up-vias |
|---|---|---|---|
| met5 | 0 | 0 | - |
| met4 | 0 | 0 | 0 |
| met3 | 1.136 | 160 | 0 |
| met2 | 4.815 | 428 | 14 |
| met1 | 2.703 | 368 | 123 |
| li1 | - | - | 139 |
[kinds of logic after synthesis]
| logic type | after synthesis | share of synthesized area (%) |
|---|---|---|
| and+or+nand+nor | 23 | 99.98 |
[power groups by stage]
| stage | clock (W) | sequential [W] | combinational [W] |
|---|---|---|---|
| final | 0 | 0 | 0.0000628 |
| after global routing | 0 | 0 | 0.0000685 |
| after CTS | 0 | 0 | 0.0000566 |
[metrics by stage]
| stage | cells | setup TNS, ps | utilization (%) | instance area (um2) | setup slack (ps) |
|---|---|---|---|---|---|
| CTS | 96 | -223.3 | 13.22 | 451.7 | -168.5 |
| detailed placement | 92 | -5936 | 11.72 | 400.4 | -515.8 |
| global placement | 92 | -5845 | 11.72 | 400.4 | -504.0 |
| finish | 98 | 0 | 14.29 | 488.0 | 31.22 |
| floorplan | 23 | 0 | - | 117.6 | 553.9 |
| global route | 98 | -45.47 | 14.29 | 488.0 | -22.72 |
[cell usage after synthesis]
library cell / count / share of area (%)
nor3_1: 3 / 13
nand2b_1: 2 / 11
nand2_1: 1 / 3.2
nand3b_1: 2 / 13
nand3_1: 1 / 4.3
nor2_1: 12 / 38
or3b_4: 1 / 9.6
nor3_2: 1 / 8.5
[area by class of cell]
type / count / area (um2) / area share (%)
repair buffers: 29 / 262.8 / 53.85
multi-input cells: 23 / 167.7 / 34.36
well taps: 46 / 57.56 / 11.79
[repair_timing]
action | CTS | global route
pin swaps | 10 | 2
gates resized | 35 | 13
setup endpoints to repair | 16 | 7
buffers inserted | 4 | 2
[worst max path at each step]
| stage | startpoint | end | slack [ps] | cells past startpoint |
|---|---|---|---|---|
| after global routing | a | d15 | -20 | 4 |
| after CTS | b | d2 | -170 | 4 |
| final | a | d6 | 30 | 4 |
[layout by cell type, fill, tap and decap left out]
master and n:
dlygate4sd2_1 8, nor2_1 7, buf_4 6, nor2_2 5
nor3_2 4, clkdlybuf4s15_2 4, clkdlybuf4s50_1 3, nand2b_4 2
nand3b_1 2, buf_2 2, dlymetal6s2s_1 2, buf_6 2
or3b_4 1, nand2_2 1, nand3_2 1, clkdlybuf4s15_1 1
clkbuf_2 1
[worst max-delay path: stages]
cell	delay (ps)
clkdlybuf4s15_2	210
nand3b_1	190
nor2_1	110
clkdlybuf4s50_1	480
Power and IR drop assume default switching activity.
