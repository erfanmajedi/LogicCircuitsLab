[config.mk]
export PLATFORM = sky130hd
export DESIGN_NAME = Alu
export DESIGN_NICKNAME = Alu
export VERILOG_FILES = /design/flow/design.v
export SDC_FILE = /design/flow/constraint.sdc
export NUM_CORES = 4
export LEC_CHECK = 1
export CORE_AREA = 10 10 70 70
export DIE_AREA = 0 0 80 80
[constraint.sdc]
current_design Alu

set clk_period 1.0
set clk_io_pct 0.2

create_clock -name clk0 -period $clk_period

set non_clock_inputs [all_inputs -no_clocks]
set_input_delay [expr $clk_period * $clk_io_pct] -clock clk0 $non_clock_inputs
set_output_delay [expr $clk_period * $clk_io_pct] -clock clk0 [all_outputs]
[design.v]
`timescale 1ns / 1ps
`timescale 1 ns/1 ns
module Alu (
	input [1:0] A ,
	input [1:0] B ,
	input [1:0]	sel ,
	output [3:0] Y
);
	wire [3:0]w3;
	wire [3:0]w2;
	wire [3:0]w1;
	wire [3:0]w0;
	arithmaticUnit arithmatic_Unit( A , B , w3 , w2 );
	logicUnit logic_unit( A , B , w1 , w0 );
	 multiplexer4x4 multi4x4( w3 ,  w2 ,  w1  , w0  , sel , Y );
endmodule
`timescale 1ns / 1ps
module arithmaticUnit(
	input [1:0] A ,
	input [1:0] B ,
	output [3:0]	multiply ,
	output [3:0]	add
    );
	 multiplyModule mutiply( A , B , multiply); 
	 assign add[2:0] = A + B ;
	 assign add[3] = 1'b0 ;
endmodule
`timescale 1ns / 1ps
module halfAdder(
  input  bit1,
  input  bit2,
  output sum,
  output carry
    );
  assign sum   = bit1 ^ bit2;   
  assign carry = bit1 & bit2;   
endmodule
`timescale 1ns / 1ps
module logicUnit(
	input [1:0] A ,
	input [1:0] B ,
	output [3:0]	nand_AB ,
	output [3:0]	not_A
    );
   assign nand_AB[3:2] = 2'b00;
	assign nand_AB[1:0] = ~(A & B) ;
	assign not_A[1:0] = ~A ;
	assign not_A[3:2] =  A ;
endmodule
`timescale 1ns / 1ps
`timescale 1 ns/1 ns
module multiplexer4x4 (
	input [3:0] w3 ,
	input [3:0] w2 ,
	input [3:0] w1 ,
	input [3:0] w0 ,
	input [1:0]	sel ,
	output [3:0] y
);
	assign y= sel[1] ? (sel[0] ? w3 : w2) : (sel[0] ? w1 : w0);
endmodule
`timescale 1ns / 1ps
module multiplyModule(
	input [1:0] A ,
	input [1:0] B ,
	output [3:0]	outp
    );
	 wire and1, and2, and3, co ;
	 assign outp[0] = A[0] & B[0] ; 
	 assign and1 = A[0] & B[1] ;
	 assign and2 = A[1] & B[0] ;
	 halfAdder ha1( and1 , and2 ,outp[1] , co);
	 assign and3 = A[1] & B[1] ;
	 halfAdder ha2( and3, co ,outp[2] , outp[3]);
endmodule
[run.sh]
#!/bin/bash
# OpenROAD 26Q1-2900-gdf79404cd8, Yosys 0.63+post, stock flow scripts
make -C /OpenROAD-flow-scripts/flow DESIGN_CONFIG=/design/flow/config.mk WORK_HOME=/design/flow/orfs finish
==> impl_metrics.ini <==
; implementation run metrics
[grt]
grt_pass1_wl_um = 1100
antenna_found_initial = 0
grt-ovfl-total = 0
grt_pass1_vias = 240
grt_max_degree = 7
grt_use_total = 0.0211

[cells_and_area]
layout_top_cell = buf_2
flop_area_um2 = 0
layout_top_cells = 6 x buf_2, 4 x inv_1, 4 x ha_4
flops = 0
clkbuf_count = 0
instances_no_fill = 79
area_delta_synth_final_pct = 119
drive_gt1_frac = 0.788

[pwr]
irDropWorstVdd_mv = 0.137
pwr_density_cell_nw_per_um2 = 323
p_leak_nw = 0.169

[synthesis]
yosysWarnings = 0
netlist_area_um2 = 199
avgSynthCellArea_um2 = 9.95
ys_seq_frac = 0
synth.distinct_cells = 10
ys_chip_area_um2 = 199
syn_inst = 20
yosys_cells = 20

[final_timing]
slew_headroom = 0.772
setup_ws_ns = -0.634
tightest_slew_ns = 0.343
max_freq_ghz = 0.612
finalCritPeriodShare = 1.63
drv_slew = 0
hold_viol_final = 0
setup_viol = 4
rsz0062_at_grt = true
tns_ns = -1.84
layout_min_cycle_time_ns = 1.63

[outcome]
violations = setup timing
run_status = finished with violations

[worst_hold_path]
hp-class = in2out
hp-start = A[0]

[detailed_routing]
antenna_left = 0
via_per_inst = 2.58
finalWirelength_um = 635
via_count = 204
drcViolationCount = 0
wire_per_inst_um = 8.04
drt-initial-drc-count = 3
drtPass1Iterations = 4
antenna_cells = 0

[critical_path]
arrival_ns = 1.43
path_max_fanout = 2
path_class = in2out
startpoint_type = primary input
critical_path.endpoint_type = primary output
critPathLaunch = B[0]
cp.required_ns = 0.80

[job]
warnings = 37
drv_cap = 0

[die]
fp-utilization = 0.0582
coreArea_um2 = 3420
die_y_um = 80
die_w_um = 80
ios = 10
num_rows = 21
chipArea_um2 = 6400

[clocking]
hold_buffers = 0

[placement]
dp_cells = 79
hpwl_um = 577
routabilityCongestion = 0.777
numPortBuffers = 10
routing by layer:
| layer | share of wire | GRT usage |
|---|---|---|
| met1 | 0.59 | 0.0320 |
| met2 | 0.31 | 0.0297 |
| met3 | 0.098 | 0.00682 |
| met4 | 0 | 0 |
| met5 | 0 | 0 |
Yosys cell counts:
cell	instances	area share
o31ai_1	1	0.038
mux2i_1	1	0.050
mux4_2	2	0.23
nand3_1	2	0.050
and2_1	2	0.063
buf_6	1	0.057
o21ai_0	1	0.025
fa_1	1	0.10
ha_1	5	0.31
inv_1	4	0.075
repair_timing:
| item | CTS | global route |
|---|---|---|
| resized | 39 | 3 |
| buffers inserted | 0 | 0 |
| endpoints found under the setup margin | 4 | 4 |
| pin swaps | 3 | 1 |
power breakdown:
group / switching [mW] / total (mW) / internal [mW]
clock: 0 / 0 / 0
sequential: 0 / 0 / 0
combinational: 0.0565 / 0.141 / 0.0840
layout make-up:
class | count | area (um^2)
tap | 46 | 57.6
timing repair buffer | 14 | 111
fill | 397 | 2980
multi-input combinational | 15 | 251
inverter | 4 | 15.0
logic make-up (layout without fill, tap and decap cells):
kind of cell             count (synthesis)  in the layout  share of synthesized area
adder cells (fa/ha/maj)                  6              6                      0.415
buffers and inverters                    5             18                      0.132
AND/OR/NAND/NOR                          4              4                      0.113
multiplexers                             3              3                      0.277
AND-OR/OR-AND                            2              2                     0.0629
stage by stage:
stage               hold WS, ns  utilization  cell area, um^2  power, mW  setup slack (ns)
global placement           1.51        0.127              433      0.144             -1.39
CTS                       0.864        0.126              432      0.142            -0.667
detailed placement         1.53        0.127              433      0.151             -1.41
finish                    0.857        0.127              435      0.141            -0.634
floorplan                 0.434            -              256     0.0575            -0.343
global route              0.911        0.127              435      0.161            -0.659
path summary, 6_finish.rpt:
| path | end | slack (ns) | depth (start not counted) |
|---|---|---|---|
| hold / removal | Y[2] | 0.86 | 5 |
| setup / recovery | Y[1] | -0.63 | 5 |
worst max-delay path: stages:
cell    delay [ns]
buf_8         0.10
ha_4          0.16
fa_2          0.40
mux4_2        0.45
buf_2         0.13
Power and IR drop assume default switching activity.
